==> flow/design.v <==
module DemoControlModule
(
    input CLK,
    input RSTn,
    output [15:0]NumberSig
);
    parameter T100MS = 26'd50_000_000;
    reg [25:0]C1;
    always @ ( posedge CLK or negedge RSTn )
        if( ! RSTn )
            C1 <= 26'd0;
        else if( C1 == T100MS )
            C1 <= 26'd0;
        else 
            C1 <= C1 + 1'd1;
    reg [3:0] i;
    reg [15:0]rNum;
    reg [15:0]rNumber;
    always @ ( posedge CLK or negedge RSTn )
        if ( ! RSTn )
            begin
                i <= 4'd0;
                rNum <= 16'd0;
                rNumber <= 16'd0;
            end
        else
            case( i )
                0:
                if( C1 == T100MS ) begin rNum[3:0] <= rNum[3:0] + 1'd1; i <= i + 1'd1; end
                1:
                if( rNum[3:0] > 4'd9 ) begin rNum[7:4] <= rNum[7:4] + 1'd1; rNum[3:0] <= 4'd0; i <= i + 1'd1; end
                else i <= i + 1'd1;
                2:
                if( rNum[7:4] > 4'd9 ) begin rNum[11:8] <= rNum[11:8] + 1'd1; rNum[7:4] <= 4'd0; i <= i + 1'd1; end
                else i <= i + 1'd1;
                3:
                if( rNum[11:8] > 4'd9 ) begin rNum[15:12] <= rNum[15:12] + 1'd1; rNum[11:8] <= 4'd0; i <= i + 1'd1; end
                else i <= i + 1'd1;
                4:
                if( rNum[15:12] > 4'd9 ) begin rNum <= 15'd0; rNum[11:8] <= 4'd0; i <= i + 1'd1; end
                else i <= i + 1'd1;
                5:
                begin rNumber <= 16'd1234; i <= 4'd0; end
            endcase
    assign NumberSig = rNumber;
endmodule
module SmgControlModule
(
    input CLK,
    input RSTn,
    input [15:0] NumberSig,
    output [3:0] NumberData
);
    parameter T1MS = 19'd500_000;
    reg [18:0] C1;
    always @ ( posedge CLK or negedge RSTn )
        if ( ! RSTn )
            C1 <= 19'd0;
        else if(C1 == T1MS )
            C1 <= 19'd0;
        else 
            C1 <= C1 + 1'd1;
    reg [3:0] i;
    reg [3:0] rNumber;
    always @ ( posedge CLK or negedge RSTn )
        if( ! RSTn )
            begin
                rNumber <= 4'd0;
                i <= 4'd0;
            end
        else
            case ( i )
                0:
                if(C1 == T1MS ) i <= i + 1'd1;
                else rNumber <= NumberSig[15:12];
                1:
                if(C1 == T1MS ) i <= i + 1'd1;
                else rNumber <= NumberSig[11:8];
                2:
                if(C1 == T1MS ) i <= i + 1'd1;
                else rNumber <= NumberSig[7:4];
                3:
                if(C1 == T1MS ) i <= 4'd0;
                else rNumber <= NumberSig[3:0];
            endcase
    assign NumberData = rNumber;
endmodule
module SmgEncodeModule
(
    input CLK,
    input RSTn,
    input [3:0] NumberData,
    output [7:0] SmgData
);
    parameter
    _0 = 8'b0011_1111, _1 = 8'b0000_0110, _2 = 8'b0101_1011, 
    _3 = 8'b0100_1111, _4 = 8'b0110_0110, _5 = 8'b0110_1101, 
    _6 = 8'b0111_1101, _7 = 8'b0000_0111, _8 = 8'b0111_1111,
    _9 = 8'b0110_1111;
    reg [7:0] rSMG;
    always @ ( posedge CLK or negedge RSTn )
        if ( ! RSTn )
            rSMG <= 8'd1111_1111;
        else
            case ( NumberData )
                4'd0 : rSMG <= _0;
                4'd1 : rSMG <= _1;
                4'd2 : rSMG <= _2;
                4'd3 : rSMG <= _3;
                4'd4 : rSMG <= _4;
                4'd5 : rSMG <= _5;
                4'd6 : rSMG <= _6;
                4'd7 : rSMG <= _7;
                4'd8 : rSMG <= _8;
                4'd9 : rSMG <= _9;
            endcase
    assign SmgData = rSMG;
endmodule
module SmgInterface
(
    input CLK,
    input RSTn,
    input [15:0] NumberSig,
    output [7:0] SmgData,
    output [3:0] ScanSig
);
    wire [3:0] NumberData;
    SmgControlModule U1
    (
        .CLK( CLK ),
        .RSTn ( RSTn ),
        .NumberSig ( NumberSig ),
        .NumberData ( NumberData )
    );
    SmgEncodeModule U2
    (
        .CLK ( CLK ),
        .RSTn ( RSTn ),
        .NumberData ( NumberData ),
        .SmgData ( SmgData )
    );
    SmgScanModule U3
    (
        .CLK ( CLK ),
        .RSTn ( RSTn ),
        .ScanSig ( ScanSig )
    );
endmodule
module SmgInterfaceDemo
(
    input CLK,
    input RSTn,
    output [7:0] SmgData,
    output [3:0] ScanSig
);
    wire [15:0] NumberSig;
    DemoControlModule U1
    (
        .CLK( CLK ),
        .RSTn( RSTn ),
        .NumberSig(NumberSig)
    );
    SmgInterface U2
    (
        .CLK( CLK ),
        .RSTn( RSTn ),
        .NumberSig( NumberSig ),
        .SmgData( SmgData ),
        .ScanSig( ScanSig )
    );
endmodule
module SmgScanModule
(
    input CLK,
    input RSTn,
    output [3:0] ScanSig
);
    parameter T1MS = 19'd500_000;
    reg [18:0] C1;
    always @ ( posedge CLK or negedge RSTn )
        if ( ! RSTn )
            C1 <= 19'd0;
        else if(C1 == T1MS )
            C1 <= 19'd0;
        else 
            C1 <= C1 + 1'd1;
    reg [3:0] i;
    reg [3:0] rScan;
    always @ (posedge CLK or negedge RSTn )
        if( ! RSTn )
            begin
                i <= 4'd0;
                rScan <= 4'b1_000;
            end
        else
            case ( i )
                0:
                if( C1 == T1MS ) i <= i + 1'd1;
                else rScan <= 4'b0111;
                1:
                if( C1 == T1MS ) i <= i + 1'd1;
                else rScan <= 4'b1011;
                2:
                if( C1 == T1MS ) i <= i + 1'd1;
                else rScan <= 4'b1101;
                3:
                if( C1 == T1MS ) i <= i + 1'd1;
                else rScan <= 4'b1110;
                4:
                if( C1 == T1MS ) i <= 4'd0;
                else rScan <= 4'b0111;
            endcase
    assign ScanSig = rScan;
endmodule
==> flow/run.sh <==
#!/bin/bash
# OpenROAD 26Q1-2900-gdf79404cd8, Yosys 0.63+post, stock flow scripts
make -C /OpenROAD-flow-scripts/flow DESIGN_CONFIG=/design/flow/config.mk WORK_HOME=/design/flow/orfs finish
==> flow/config.mk <==
export PLATFORM = sky130hd
export DESIGN_NAME = SmgInterfaceDemo
export DESIGN_NICKNAME = SmgInterfaceDemo
export VERILOG_FILES = /design/flow/design.v
export SDC_FILE = /design/flow/constraint.sdc
export NUM_CORES = 4
export LEC_CHECK = 1
export CORE_UTILIZATION = 40
==> flow/constraint.sdc <==
current_design SmgInterfaceDemo

set clk_period 5.7
set clk_io_pct 0.2

create_clock -name clk0 -period $clk_period [get_ports {CLK}]

set non_clock_inputs [all_inputs -no_clocks]
set_input_delay [expr $clk_period * $clk_io_pct] -clock clk0 $non_clock_inputs
set_output_delay [expr $clk_period * $clk_io_pct] -clock clk0 [all_outputs]
==> results.toml <==
# implementation run metrics
[route]
vias = 2823
dr.pass1.iters = 4
first_iter_violations = 176
post-route-drc-count = 0
wl_per_cell_um = 12.2
diodes = 0
wirelength_mm = 6.89
viasPerCell = 5.00
antenna_left = 0

[clock_network]
post_cts_buffers = 0
postCtsHoldBufs = 0
clk_pin_slew_ps = 90
tritoncts = "done"
ctsLongestPathBuffers = 2
clock-sinks = 92
clock_latency_ps = 350
cts_root_buffer = "clkbuf_8"
post_cts_resized = 0
cts_buffers = 9
cts_htree_levels = 3

[synth]
synthTopCellsByArea = "dfrtp_1 50%, xnor2_1 6.3%, ha_1 4.0%"
yosys_cells = 409
ff_type = "dfrtp_1"
avgSynthCellArea_um2 = 10.6
yosys.stat.seqShare = 0.533
ys_ff = 92
edf_count = 0
synth_area_um2 = 4330
synth_cell_type_count = 48
yosys_area_um2 = 4330
top_cell_area_share = 0.497
most_common_cell = "dfrtp_1"
top_area_cell = "dfrtp_1"
yosys_warnings = 5
yosys-top-cells-count = "86 x dfrtp_1, 46 x nor2_1, 31 x xnor2_1"
synthArstFlopShare = 1.00
syn_inst = 409

[floorplanning]
rows = 37
fp_util = 0.416
dieWidth_um = 106
die-area_um2 = 11200
die_h_um = 106
core-area_um2 = 10400
ios = 14

[timing]
totalNegativeSetupSlack_ps = 0
fin_crit_sh = 0.437
drv_slew = 0
fmax_mhz = 402
final-setup-viol-count = 0
finalClockSkew_ps = 7.26
slew_headroom = 0.512
worst_slew_pin_slew_ps = 723
hold_viol = 0
period_minus_slack_ps = 2490
rsz0062_at_grt = "false"

[worst_setup_path]
crit_arrival_ps = 1350
critPathCaptureType = "output pin"
cpLargestDelayFamily = "flip-flops"
crit_chain = "clkdlybuf4s50_1"
timing.rr.end = "U2.U3.rScan[1]"
rr_worst_depth = 4
path_class = "reg2out"
worstSetupStartpointType = "register"
cp_max_fo = 2
r2r_slack_ps = 3490
path_buffers = 1
cpMaxStageDelayCell = "dfstp_2"
critical-path-max-stage-delay_ps = 540
crit_required_ps = 4560
timing.rr.start = "U2.U3.C1[14]"

[layout]
final_cells = 565
final_util = 0.461
area_growth_pct = 10.8
fin_area_um2 = 4800
drive_gt1_frac = 0.0816

[flow_run]
warning_count = 34
max-cap-violations = 0

[grt]
grt_pass1_wl_mm = 12.5
grt_pass1_vias = 2727
grt_usage = 0.140
antenna_found_initial = 0
grt-ovfl-total = 0
grt_max_degree = 50

[place]
dp_cells = 549
dp_hpwl_mm = 4.66
gp_congestion = 0.787
place_area_um2 = 4600
io_buffers = 13

[min_path]
min_to = "U2.U1.i[2]"
holdPathStages = 0
hp-start = "U2.U1.i[2]"
hold_class = "reg2reg"

[run_status]
status = "completed"

[power_and_ir_drop]
leakage_nw = 2.13
ir_drop_v = 0.000140
powerDensity_nw_per_um2 = 230
[worst max path at each step]
stage,startpoint,end,slack (ps),cells after the start
after CTS,U2.U3.rScan[3],ScanSig[3],3190,1
after global routing,U2.U3.rScan[3],ScanSig[3],3150,1
final,U2.U3.rScan[3],ScanSig[3],3210,1
[cell type report]
type                            instances  area (um^2)
Clock buffer                            9          124
Clock inverter                          7         73.8
Fill cell                             953         5620
Inverter                               19         71.3
Multi-Input combinational cell        287         1910
Sequential cell                        92         2310
Tap cell                              136          170
Timing Repair Buffer                   15          143
[cell families (layout without fill, tap and decap cells)]
logic type / count (synthesis) / count (layout) / synth area share
AND-OR/OR-AND: 38 / 38 / 0.0549
XOR/XNOR: 50 / 50 / 0.101
adder cells (fa/ha/maj): 14 / 14 / 0.0405
buffers and inverters: 30 / 50 / 0.0266
flip-flops: 92 / 92 / 0.533
multiplexers: 8 / 8 / 0.0196
AND/OR/NAND/NOR: 177 / 177 / 0.224
[routing by layer]
| metal | vias up | wire length [um] | GRT usage |
|---|---|---|---|
| met3 | 7 | 178 | 0.0269 |
| met4 | 0 | 82 | 0.0139 |
| met2 | 21 | 3030 | 0.208 |
| met1 | 1352 | 3600 | 0.229 |
| li1 | 1443 | - | - |
| met5 | - | 0 | 0 |
[cell usage in the layout (no fill, tap or decap), drive strengths merged, types with 2 or more instances in the layout]
cell type | synthesis | final
clkbuf | 9 | 9
nand3b | 7 | 7
o21ai | 17 | 17
nor3 | 11 | 11
nand3 | 27 | 27
and3 | 7 | 7
mux2i | 4 | 4
nor2b | 3 | 3
nand4 | 20 | 20
a21oi | 5 | 5
nand2b | 3 | 3
o22ai | 2 | 2
buf | 2 | 3
clkdlybuf4s50 | 0 | 12
xor2 | 19 | 19
xnor2 | 31 | 31
ha | 14 | 14
or3 | 2 | 2
nand2 | 30 | 30
clkinv | 0 | 3
dfrtp | 86 | 86
nor2 | 46 | 46
inv | 19 | 22
mux2 | 4 | 4
and4 | 3 | 3
and2 | 2 | 2
nor4 | 6 | 6
a21o | 5 | 5
dfstp | 6 | 6
or4 | 2 | 2
nor4b | 3 | 3
[per-stage QoR]
step | total power [W] | setup WS, ps | hold WS [ps]
detailed placement | 0.000679 | 3450 | 367
floorplan | 0.000665 | 3850 | 426
global route | 0.00115 | 3150 | 414
finish | 0.00110 | 3210 | 381
CTS | 0.00113 | 3190 | 387
global placement | 0.000679 | 3450 | 366
[flip-flops by register name, indices dropped and copies added (netlist names)]
signal,flops
U2.U3.rScan,4
U1.C1,26
U2.U3.i,4
U2.U1.rNumber,3
U2.U2.rSMG,8
U2.U1.C1,19
U1.rNumber,1
U1.i,4
U2.U1.i,4
U2.U3.C1,19
[where the power goes]
part	internal, W	leakage (nW)	switching (W)
Clock	0.000207	0.106	0.000233
Sequential	0.000652	1.20	0
Combinational	0.000000880	0.818	0.0000120
Total	0.000860	2.13	0.000245
No activity file was given, so power comes from the tool's default toggle rates.
