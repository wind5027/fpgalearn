==> ./config.mk <==
export PLATFORM = sky130hd
export DESIGN_NAME = top_module
export DESIGN_NICKNAME = top_module
export VERILOG_FILES = /design/flow/design.v
export SDC_FILE = /design/flow/constraint.sdc
export NUM_CORES = 4
export LEC_CHECK = 1
export CORE_UTILIZATION = 50
==> ./constraint.sdc <==
current_design top_module

set clk_period 4.2
set clk_io_pct 0.2

create_clock -name clk0 -period $clk_period [get_ports {CLK}]

set non_clock_inputs [all_inputs -no_clocks]
set_input_delay [expr $clk_period * $clk_io_pct] -clock clk0 $non_clock_inputs
set_output_delay [expr $clk_period * $clk_io_pct] -clock clk0 [all_outputs]
==> ./design.v <==
module led0_module
(
    CLK, RSTn, LED_Out
);
    input CLK;
    input RSTn;
    output LED_Out;
    parameter T100MS = 23'd5_000_000; 
    reg [22:0]Count1;
    always @ ( posedge CLK or negedge RSTn )
        if( !RSTn )	
            Count1 <= 23'd0;
        else if( Count1 == T100MS )
	        Count1 <= 23'd0;
        else
	        Count1 <= Count1 + 1'b1;
	reg rLED_Out;
	always @ ( posedge CLK or negedge RSTn )
        if( !RSTn ) 
            rLED_Out <= 1'b0;
        else if( Count1 >= 23'd0 && Count1 < 23'd1_250_000 ) 
            rLED_Out <= 1'b1;
        else 
            rLED_Out <= 1'b0;
    assign LED_Out = rLED_Out;
endmodule
module led1_module
(
    CLK, RSTn, LED_Out
);
    input CLK;
    input RSTn;
    output LED_Out;
    parameter T100MS = 23'd5_000_000; 
    reg [22:0]Count1;
    always @ ( posedge CLK or negedge RSTn )
	    if( !RSTn )	
	        Count1 <= 23'd0;
	    else if( Count1 == T100MS )
	        Count1 <= 23'd0;
	    else
	        Count1 <= Count1 + 1'b1;
	reg rLED_Out;
	always @ ( posedge CLK or negedge RSTn )
        if( !RSTn ) 
            rLED_Out <= 1'b0;
        else if( Count1 >= 23'd1_250_000 && Count1 < 23'd2_500_000 ) 
            rLED_Out <= 1'b1;
        else 
            rLED_Out <= 1'b0;
     assign LED_Out = rLED_Out;
endmodule
module led2_module
(
    CLK, RSTn, LED_Out
);
    input CLK;
    input RSTn;
    output LED_Out;
    parameter T100MS = 23'd5_000_000; 
    reg [22:0]Count1;
    always @ ( posedge CLK or negedge RSTn )
	    if( !RSTn )	
	        Count1 <= 23'd0;
	    else if( Count1 == T100MS )
	        Count1 <= 23'd0;
	    else
	        Count1 <= Count1 + 1'b1;
	reg rLED_Out;
	always @ ( posedge CLK or negedge RSTn )
        if( !RSTn ) 
            rLED_Out <= 1'b0;
        else if( Count1 >= 23'd2_500_000 && Count1 < 23'd3_750_000 ) 
            rLED_Out <= 1'b1;
        else 
            rLED_Out <= 1'b0;
     assign LED_Out = rLED_Out;
endmodule
module led3_module
(
    CLK, RSTn, LED_Out
);
    input CLK;
    input RSTn;
    output LED_Out;
    parameter T100MS = 23'd5_000_000; 
    reg [22:0]Count1;
    always @ ( posedge CLK or negedge RSTn )
	    if( !RSTn )	
	        Count1 <= 23'd0;
	    else if( Count1 == T100MS )
	        Count1 <= 23'd0;
	    else
	        Count1 <= Count1 + 1'b1;
	reg rLED_Out;
	always @ ( posedge CLK or negedge RSTn )
        if( !RSTn ) 
            rLED_Out <= 1'b0;
        else if( Count1 >= 23'd3_750_000 && Count1 < 23'd5_000_000 ) 
            rLED_Out <= 1'b1;
        else 
            rLED_Out <= 1'b0;
     assign LED_Out = rLED_Out;
endmodule
module top_module
(
    CLK, RSTn, LED_Out
);
    input CLK;
    input RSTn;
    output [3:0]LED_Out;
    wire LED0_Out;
    led0_module U1
    (
        .CLK( CLK ),
        .RSTn( RSTn ),
        .LED_Out( LED0_Out )
    );
	 wire LED1_Out;
	 led1_module U2
	 (
	     .CLK( CLK ),
         .RSTn( RSTn ),
         .LED_Out( LED1_Out )
	 );
	 wire LED2_Out;
	 led2_module U3
	 (
	     .CLK( CLK ),
         .RSTn( RSTn ),
         .LED_Out( LED2_Out )
	 );
	 wire LED3_Out;
	 led3_module U4
	 (
	     .CLK( CLK ),
         .RSTn( RSTn ),
         .LED_Out( LED3_Out )
	 );
	 assign LED_Out = { LED3_Out, LED2_Out, LED1_Out, LED0_Out};
endmodule
==> ./run.sh <==
#!/bin/bash
# OpenROAD 26Q1-2900-gdf79404cd8, Yosys 0.63+post, stock flow scripts
make -C /OpenROAD-flow-scripts/flow DESIGN_CONFIG=/design/flow/config.mk WORK_HOME=/design/flow/orfs finish
==> results.ini <==
[final_layout]
postLayoutCoreUtil_pct=55.6
syn2layout_area_growth_pct=6.54
nFillCells=800
finalInstanceArea_mm2=0.00522
drive_gt1_share_pct=5.18

[final_timing]
skew_ns=0.0110
setup_viol=0
whs_ns=0.459
max_freq_mhz=415
finalClockPeriodUsage_pct=57.4
finalHoldViolCount=0
slew_headroom_pct=41.0
period_needed_ns=2.41
slew_viol_final=0
tightestPinTransition_ns=0.878
finalSetupTns_ns=0
rsz0062_at_grt=false

[worst_setup_path]
critPathCaptureType=flop
critical_path.top_delay_family=simple AND/OR/NAND/NOR gates
crit_arrival_ns=2.67
r2r_end=U4.Count1[19]
slowest_delay_ns=0.62
r2r_slack_ns=1.79
crit_type=reg2reg
r2r-start=U4.Count1[15]
worst-path-buf-inv=0
crit_path_start_kind=flop
crit_slowest_cell=nor4_4
required_ns=4.46
reg2regPathDepth=5
worstPathMaxFanout=11
path_cells=or3_1 > or4_4 > nor4_4 > a311oi_1 > a41o_1

[route]
first_iter_violations=143
drc=0
wire_per_inst_um=13.8
vias=3554
routed_wl_mm=8.72
drt_pre_antenna_iters=6
ant_nets=0
avgViaCountPerCell=5.63
num_antenna_cells=0

[grt]
grt_pass1_vias=3340
antenna_found_initial=0
overflow=0
grt_usage_pct=19.4
grt_pass1_wl_mm=15.5
grt_max_degree=50

[place]
port_buffers=5
place_area_mm2=0.00503
routabilityCongestion=0.899
dp_hpwl_mm=5.88

[yosys]
async_flop_share_pct=100
synth_area_mm2=0.00489
edf_count=0
ys_seq_share_pct=49.1
yosysMostFrequentCell=dfrtp_1
numSynthFlops=96
postSynthAreaPerCell_um2=9.85
synthCells=497
area_leaders=dfrtp_1, xnor2_1, xor2_1, nor2_1, nand3_1
netlist-cell-type-count=48
ys_cells=497
ys_chip_area_mm2=0.00489
top_area_share_pct=49.1
yosys_warnings=4
netlist_top_cells_count=dfrtp_1, nor2_1, xnor2_1
flop_cell=dfrtp_1
top_area_cell=dfrtp_1

[floorplanning]
die_area_mm2=0.0102
io-pin-count=6
core_area_mm2=0.00937
rows=35
die_h_um=101
die_x_um=101
fp_util_pct=52.2

[cts]
clk_pin_slew_ns=0.10
cts.htree.levels=3
clock.latency.late_pin_ns=0.36
root_buffer=clkbuf_8
post_cts_buffers=0
cts_made_buffers=9
cts.path.max_buffers=2
cts_resized=0
ctsHoldBuffers=0
cts_sinks=96
cts_tree=done

[power]
switching_share_pct=23.7
vdd_ir_drop_max_mv=0.149
power.leakage_nw=2.16
finalPower_mw=1.51
p_sw_uw=358
clock_power_share_pct=37.6
pwr-share-comb_pct=1.2
power_frac_seq_pct=61.2
p_per_area_mw_per_mm2=289
intPower_mw=1.15

[flow_run]
tool_warnings=30
cap_violations=0

[hold_path]
hp-class=in2async

[outcome]
status=completed

metrics by stage:
stage,cells,setup slack (ns)
after global routing,631,1.67
final,631,1.79
after global placement,615,1.82
after floorplan,497,2.17
after CTS,631,1.78
after detailed placement,615,1.79
flip-flops by register name, indices dropped and copies added (netlist names):
signal       count
U1.Count1       23
U2.Count1       23
U3.Count1       23
U4.Count1       23
U1.rLED_Out      1
U2.rLED_Out      1
U3.rLED_Out      1
U4.rLED_Out      1
placed cells by master, fill, tap and decap left out, drive strengths merged, types with 4 or more instances in the layout:
master	synthesis	routed
a21oi	8	8
and2	4	4
and3	9	9
buf	8	4
clkbuf	11	9
clkdlybuf4s50	0	4
dfrtp	96	96
ha	8	8
inv	14	17
nand2	35	35
nand3	44	44
nand3b	8	8
nand4	23	23
nor2	59	59
nor2b	5	5
nor3	13	13
nor4	18	18
nor4b	6	6
o21ai	15	15
or4	7	7
xnor2	48	48
xor2	26	26
worst max-delay path by stage:
| stage | from | endpoint | slack, ns | depth (start not counted) |
|---|---|---|---|---|
| 4_1_cts | U4.Count1[15] | U4.Count1[19] | 1.78 | 5 |
| 5_1_grt | U4.Count1[15] | U4.Count1[19] | 1.67 | 5 |
| 6_report | U4.Count1[15] | U4.Count1[19] | 1.79 | 5 |
power by group through the flow:
| stage | Combinational (mW) | Clock (mW) | Sequential (mW) |
|---|---|---|---|
| CTS | 0.0200 | 0.599 | 0.924 |
| global route | 0.0224 | 0.631 | 0.924 |
| finish | 0.0181 | 0.568 | 0.923 |
logic make-up (layout without fill, tap and decap cells):
group                      after synthesis  count (layout)  synth area share, %
AOI/OAI and AO/OA                       41              41                 5.52
adders and majority gates                8               8                 2.05
DFF                                     96              96                 49.1
xor gates and xnor gates                74              74                 13.2
buffers and inverters                   33              38                 3.07
and+or+nand+nor                        245             245                 27.0
final cells by class:
type,instances,area (um2),share of cell area (%)
clock buffers,9,124,2.38
multi-input cells,368,2340,44.9
well taps,129,161,3.10
clock inverters,7,62.6,1.20
repair buffers,8,70.1,1.34
inverters,14,52.6,1.01
flip-flops and latches,96,2400,46.1
metal layers:
| layer | GRT usage, % | wire length [um] | vias up |
|---|---|---|---|
| met5 | 0 | 0 | - |
| met4 | 2.23 | 99 | 0 |
| met3 | 2.68 | 299 | 9 |
| met2 | 28.8 | 3780 | 66 |
| met1 | 32.8 | 4540 | 1717 |
| li1 | - | - | 1762 |
No activity file was given, so power comes from the tool's default toggle rates.
